File: flow/config.mk
export PLATFORM = sky130hd
export DESIGN_NAME = APB_slave
export DESIGN_NICKNAME = APB_slave
export VERILOG_FILES = /design/flow/design.v
export SDC_FILE = /design/flow/constraint.sdc
export NUM_CORES = 4
export LEC_CHECK = 1
export CORE_UTILIZATION = 40
File: flow/constraint.sdc
current_design APB_slave

set clk_period 7.5
set clk_io_pct 0.2

create_clock -name clk0 -period $clk_period [get_ports {clk_APB}]

set non_clock_inputs [all_inputs -no_clocks]
set_input_delay [expr $clk_period * $clk_io_pct] -clock clk0 $non_clock_inputs
set_output_delay [expr $clk_period * $clk_io_pct] -clock clk0 [all_outputs]
File: flow/run.sh
#!/bin/bash
# OpenROAD 26Q1-2900-gdf79404cd8, Yosys 0.63+post, stock flow scripts
make -C /OpenROAD-flow-scripts/flow DESIGN_CONFIG=/design/flow/config.mk WORK_HOME=/design/flow/orfs finish
File: flow/design.v
`timescale 1ns / 1ps
module APB_slave #(parameter 
    size = 32,
    addr = 8 
)(
    input                clk_APB,
    input                rst, 
    output               PREADY, 
    output [size-1 : 0]  PRDATA,  
    input                PSEL, 
    input                PEN, 
    input                PW, 
    input  [size-1 : 0]  PWDATA, 
    input  [addr-1:0]    PADDR,
    output [size-1:0]    PRESCALAR);
    reg [size-1:0] device_regs [addr-1:0];
    assign PRESCALAR = device_regs[0];
    always @ (posedge clk_APB,negedge rst) begin
        if(!rst) begin
            device_regs[0][size-1:0] <= 'd0;
            device_regs[1][size-1:0] <= 'd0;
            device_regs[2][size-1:0] <= 'd0;
            device_regs[3][size-1:0] <= 'd0;
            device_regs[4][size-1:0] <= 'hbababab4;
            device_regs[5][size-1:0] <= 'hcacacac5;
            device_regs[6][size-1:0] <= 'd0;
            device_regs[7][size-1:0] <= 'd0;
        end
        else if (PADDR == 'd0 || PADDR == 'd1 || PADDR == 'd2 || PADDR == 'd3) begin
            device_regs[PADDR] <= (PW && PREADY) ? PWDATA : device_regs[PADDR];
        end
        else begin
            device_regs[PADDR] <= device_regs[PADDR];
        end
    end
    assign PRDATA = (!PW && PREADY) ? device_regs[PADDR] : 'd0;
    assign PREADY = PSEL & PEN;  
endmodule
==> summary.txt <==
Quick summary of the implementation run below.

The utilization after layout is 0.4610. The initial antenna violation count is 0. The via count of the first global-routing pass came out at 8341. Per the post-synthesis report, the number of cells in the design is 1133. The post-cts sizing count came out at 0. The floorplan-stage core utilization is 0.4060.

Looking at the max-slew report, the worst-margin pin has a slew of 0.8117 ns. For this run, the register share of the synthesized area comes to 0.5375. The OpenROAD report gives the critical path a data arrival time of 4.02 ns.

The final route contains 8060 vias. The most common logic cells in the final layout are sky130_fd_sc_hd__dfrtp_1, sky130_fd_sc_hd__clkdlybuf4s50_1, sky130_fd_sc_hd__a31oi_1. Checking max transition, the worst relative margin is 0.4588. The highest clock rate came out at 181.0 MHz. The flow ran to the end, and the final reports show no timing, DRC or antenna violations. IR analysis of the VDD net gives a maximum drop of 0.0001446 V. The total cell area reported by yosys after synthesis came out at 0.01200 mm². The maximum single-stage delay on the critical path came out at 0.60 ns. The final routed wire length divided by cell count is 19.51 µm. The flip-flop count of the largest register after layout came out at 256. The final setup skew is 0.01078 ns. In this run the worst setup path begins at PADDR[1]. More flip-flops sit in one register than any other, and that register is device_regs. The worst-case setup margin in the final layout is 1.975 ns. After synthesis, the design contains 1133 cells according to Yosys.

Entering global routing, the biggest net connects 106 pins. The type of origin of the critical path is a primary input. Counting along the longest clock path gives a buffer depth of 3. The master cell of the clock root buffer is sky130_fd_sc_hd__clkbuf_16. The total clock sinks is 256. The worst-case hold slack came out at 0.3630 ns. The number of setup violations in the final report came out at 0. Sorting the synthesized cells by area gives the leading types as sky130_fd_sc_hd__dfrtp_1, sky130_fd_sc_hd__dfstp_2, sky130_fd_sc_hd__mux2i_1. The biggest area contributor in the post-synthesis netlist is sky130_fd_sc_hd__dfrtp_1.

The warning total across the stage logs came out at 27. The overall power consumption came out at 3.219 mW. The mean instance size in the synthesized netlist is 10.59 µm². The mapped netlist covers 0.01200 mm².

The standby leakage power is 5.941 nW. Per the cell usage report, the commonest logic cell in the layout is sky130_fd_sc_hd__dfrtp_1. The post-detailed-placement half-perimeter wirelength came out at 16.59 mm. The post-route DRC violation count is 0.

Global routing finished with a remaining overflow of 0. The number of fill cells is 2633. The post-detailed-route count of antenna-violating nets is 0. The top cell type's share of synthesized area came out at 0.4608.

The die outline width came out at 175.2 µm. The final wirelength came out at 29.01 mm. Antenna repair during routing inserted a diode count of 0. The min-delay analysis places its worst path in the category flop to flop. Synthesis instantiated 39 different standard cells from the library.

The layout-stage area growth over the synthesis result is 13.55%. In the final layout, the registers with the most flip-flops are device_regs (256). The signal on the critical path passes through buf_2, buf_4, nor3b_1, a211oi_1, a211oi_2, nor3_1, clkdlybuf4s50_1. The worst hold path begins at device_regs[5][25].

The later pin in the worst-skew pair is clocked with a latency of 0.53 ns. The number of failing hold endpoints at the final stage is 0. TritonCTS built the clock tree. The number of slew-limit violations in the final report is 0. STA classifies the critical path endpoint as an output port. The data required time at the worst endpoint came out at 6.00 ns. The floorplan has 63 rows.

The detailed router's first-iteration violation count is 506. Of the cells placed in the final design, the portion with a size suffix greater than 1 is 0.1203. By startpoint and endpoint, the worst setup path is classified as primary input to output port. The global-route total usage across every layer is 0.2050. Looking at the critical path, the highest net fanout was 51. The placement-stage worst setup slack is 1.952 ns. The sum of negative setup slack is 0 ns. The reported max-cap violation count is 0. The largest individual stage delay along the critical path comes from the cell sky130_fd_sc_hd__buf_2. The weighted congestion reported at the end of routability-driven placement is 0.7702. In this run the tool buffered the top-level ports with 109 buffer cells. The H-tree depth is 1. The area of the core came out at 0.02956 mm². 110 I/O pins were placed. The number of storage elements in the synthesis netlist is 256. The number of buffers inserted for hold repair after clock tree synthesis is 0. The routed design could run at a clock period as short as 5.525 ns. Counting the warning lines in the Yosys log gives 2. Setup repair after global routing left no endpoint under its margin.

The startpoint of the lowest-slack register-to-register path is device_regs[7][4]. The number of detailed-route iterations in the first pass came out at 5. The overall die area is 0.03070 mm².

CTS added clock buffers totalling 29. The post-CTS setup repair buffer count is 0. The final clock period utilization by the worst path is 0.7366. The areal power density over the cells came out at 236.2 mW/mm². The registers of the reported paths see a clock transition of 0.06 ns.

The number of vias per cell came out at 5.420. The vertical extent of the die is 175.2 µm. The wire length of the first global-routing pass is 47.56 mm.
[report_power, final]
group	internal (mW)	total (mW)	switching, mW
logic	0.162	0.378	0.215
clock network	0.798	1.34	0.542
registers	1.46	1.50	0.0365
[worst max-delay path: cells and delay by family]
kind,cells,cell delay [ns]
AND-OR/OR-AND,2,0.42
buffers and inverters,3,1.68
AND/OR/NAND/NOR,2,0.38
[cell usage after synthesis]
master	instances
sky130_fd_sc_hd__buf_1	2
sky130_fd_sc_hd__a211oi_1	19
sky130_fd_sc_hd__mux2_1	30
sky130_fd_sc_hd__nand2_4	1
sky130_fd_sc_hd__o32ai_1	6
sky130_fd_sc_hd__buf_2	28
sky130_fd_sc_hd__nor4b_4	1
sky130_fd_sc_hd__o21ai_0	66
sky130_fd_sc_hd__nor2_1	48
sky130_fd_sc_hd__buf_6	17
sky130_fd_sc_hd__mux2_2	2
sky130_fd_sc_hd__mux2i_1	65
sky130_fd_sc_hd__clkbuf_1	156
sky130_fd_sc_hd__nand3_2	1
sky130_fd_sc_hd__nor3b_1	21
sky130_fd_sc_hd__and2b_1	1
sky130_fd_sc_hd__nand2_2	2
sky130_fd_sc_hd__nor2_4	3
sky130_fd_sc_hd__o22ai_1	7
sky130_fd_sc_hd__a221oi_1	11
sky130_fd_sc_hd__or3b_1	18
sky130_fd_sc_hd__and3_1	19
sky130_fd_sc_hd__buf_4	11
sky130_fd_sc_hd__nand2_1	10
sky130_fd_sc_hd__a2111oi_2	7
sky130_fd_sc_hd__a21oi_1	5
sky130_fd_sc_hd__inv_1	18
sky130_fd_sc_hd__a31oi_1	96
sky130_fd_sc_hd__nand3b_4	1
sky130_fd_sc_hd__and2_1	33
sky130_fd_sc_hd__nand2b_1	9
sky130_fd_sc_hd__nor3_1	34
sky130_fd_sc_hd__dfrtp_1	221
sky130_fd_sc_hd__a211oi_2	18
sky130_fd_sc_hd__dfstp_2	35
sky130_fd_sc_hd__clkbuf_2	1
sky130_fd_sc_hd__nor3b_2	1
sky130_fd_sc_hd__nor2b_1	61
sky130_fd_sc_hd__o21ai_1	48
[through the flow]
stage / cells / instance area [µm²]
after floorplan: 1133 / 12000
after global placement: 1435 / 12730
after detailed placement: 1435 / 12730
after CTS: 1487 / 13630
after global routing: 1487 / 13630
final: 1487 / 13630
[layer usage]
metal  track usage  share of wire  up-vias
li1              -              -     3804
met1        0.3246           0.46     4020
met2        0.3051           0.46      191
met3       0.03995          0.053       45
met4       0.04384          0.024        0
met5             0              0        -
[area by class of cell]
type,instances,area [µm²],share of cell area
inverter,18,67.56,0.004958
timing repair buffer,127,1246,0.09145
clock buffer,50,854.6,0.06271
tap,390,488.0,0.03581
sequential,256,6450,0.4733
multi-input combinational,644,4483,0.3290
clock inverter,2,37.54,0.002755
[logic make-up after synthesis]
family / synth area share
and+or+nand+nor: 0.1331
AOI/OAI and AO/OA: 0.1551
muxes: 0.08424
buffers and inverters: 0.08998
DFF: 0.5375
[path summary, 6_finish.rpt]
check | end | cells after the start | slack [ns]
max | PRDATA[27] | 7 | 1.98
min | device_regs[5][25] | 0 | 0.36
max reg2reg | device_regs[2][4] | 4 | 5.98
min reg2reg | device_regs[5][25] | 0 | 0.36
max in group asynchronous | device_regs[4][29] | 3 | 4.94
min in group asynchronous | device_regs[6][23] | 1 | 0.89
No activity file was given, so power comes from the tool's default toggle rates.
