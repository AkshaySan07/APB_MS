File: flow/config.mk
export PLATFORM = sky130hd
export DESIGN_NAME = APB_master
export DESIGN_NICKNAME = APB_master
export VERILOG_FILES = /design/flow/design.v
export SDC_FILE = /design/flow/constraint.sdc
export NUM_CORES = 4
export LEC_CHECK = 1
export CORE_UTILIZATION = 50
File: flow/constraint.sdc
current_design APB_master

set clk_period 5.0
set clk_io_pct 0.2

create_clock -name clk0 -period $clk_period [get_ports {clk_APB}]

set non_clock_inputs [all_inputs -no_clocks]
set_input_delay [expr $clk_period * $clk_io_pct] -clock clk0 $non_clock_inputs
set_output_delay [expr $clk_period * $clk_io_pct] -clock clk0 [all_outputs]
File: flow/design.v
`timescale 1ns / 1ps
module APB_master #(parameter
    size = 32,
    addr = 8
) (
    input                 clk_APB,
    input                 rst,
    input                 MIW,
    input                 MISEL,
    input  [size-1 : 0]   MIDATA,
    input  [addr-1 : 0] MIADDR,                
    input                 PREADY,
    input  [size-1 : 0]   PRDATA,
    output                PSEL,
    output                PEN,
    output                PW,
    output [size-1 : 0]   PWDATA,
    output [addr-1 : 0] PADDR,
    output [size-1 : 0]   MODATA,
    output  reg [1:0] state, nxt_state);
wire setup;
wire access;
reg pw_r;
reg [size-1:0] pwdat;
reg [addr-1:0] padd;
reg flg, flg_r;
assign setup = (state == 2'd1) ? 1'b1 : 1'b0;
assign access = (state == 2'd2) ? 1'b1 : 1'b0;
assign PSEL = setup | access;
assign PEN = access;
assign MODATA = ((!MIW) & PREADY & access) ? PRDATA : 'd0;
assign PWDATA = pwdat;
assign PADDR = padd;
assign PW = pw_r;
always @(posedge clk_APB,negedge rst) begin
    if(!rst) begin
        pwdat <= 'd0;
        padd <= 'd0;
        pw_r <= 'd0;
    end
    else if((access) && (!flg)) begin
        pwdat <= MIDATA;  
        padd <= MIADDR;
        pw_r <= MIW;
    end
    else begin
        pwdat <= pwdat;
        padd <= padd;
        pw_r <= pw_r;
    end
end
always @(posedge clk_APB, negedge rst) begin
    if(!rst) begin
        flg <= 'd0;
    end
    else begin
        flg <= access;
    end
end
always @(posedge clk_APB, negedge rst) begin
    if(!rst) begin
        state <= 2'd0;
    end
    else begin
        state <= nxt_state;
    end
end
always @(*) begin
    case (state)
        2'd0: begin
            nxt_state = MISEL ? 2'd1 : 2'd0;
        end
        2'd1: begin
            nxt_state = 2'd2;
        end
        2'd2: begin
            if (PREADY) begin
                nxt_state = MISEL ? 2'd1 : 2'd0;
            end
            else begin
                nxt_state = 2'd2;
            end
        end
        2'd3: nxt_state = 2'd0;
    endcase
end
endmodule 
File: flow/run.sh
#!/bin/bash
# OpenROAD 26Q1-2900-gdf79404cd8, Yosys 0.63+post, stock flow scripts
make -C /OpenROAD-flow-scripts/flow DESIGN_CONFIG=/design/flow/config.mk WORK_HOME=/design/flow/orfs finish
==> results.tsv <==
metric	value	unit
ys_seq_share	52.5	%
syn_avg_cell_area	15.5	um2
top_area_cell	dfrtp_1	
synthTopCellsByArea	dfrtp_1 (53%), mux2_4 (29%), and2_1 (9.6%)	
status	stopped before the end	
numSynthFlops	44	
error_line	[ERROR DPL-0036] Detailed placement failed.	
yosys_warnings	1	
synth_cell_types	15	
io_buffers	155	
dieWidth	66.7	um
syn_inst	135	
netlist_area	2100	um2
num_rows	23	
yosysChipArea	2100	um2
initCoreUtil	52.4	%
yosys_cells	135	
yosys.area.top_type_share	52.5	%
gp_congestion	0.834	
ios	156	
die.size.y	66.7	um
stop_stage	3_5_place_dp	
-- logic make-up after synthesis --
| group | after synthesis | synth area share [%] |
|---|---|---|
| flops | 44 | 52.5 |
| fa+ha+maj | 2 | 1.19 |
| compound gates | 2 | 0.477 |
| simple gates | 36 | 11.3 |
| mux | 41 | 29.2 |
| buf+inv | 10 | 5.25 |
-- synthesized netlist by cell type --
master	n
nor2b_1	1
nor2b_4	1
and2_1	32
a21oi_1	1
mux2_4	40
buf_12	4
ha_1	2
inv_1	2
buf_6	1
clkbuf_1	3
o21ai_0	1
mux2_2	1
nand3b_1	1
and3b_2	1
dfrtp_1	44
-- per-stage QoR --
stage             instances  total power [W]  setup slack (ps)
floorplan               135          0.00104              2450
global placement        334          0.00151              1410
Power and IR drop assume default switching activity.
